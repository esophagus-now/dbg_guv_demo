## flow/run.sh

```bash
#!/bin/bash
# OpenROAD 26Q1-2900-gdf79404cd8, Yosys 0.63+post, stock flow scripts
make -C /OpenROAD-flow-scripts/flow DESIGN_CONFIG=/design/flow/config.mk WORK_HOME=/design/flow/orfs finish
```

## flow/design.v

```verilog
`timescale 1ns / 1ps
module bhand # (
    parameter DATA_WIDTH = 8,
    parameter RESET_TYPE = 1
) (
    input wire clk,
    input wire rst,
    input wire [DATA_WIDTH-1:0] idata,
    input wire idata_vld,
    output wire idata_rdy,
    output wire [DATA_WIDTH-1:0] odata,
    output wire odata_vld,
    input wire odata_rdy
);
    wire shift_in;
    assign shift_in = idata_vld && idata_rdy;
    wire shift_out;
    assign shift_out = odata_vld && odata_rdy;
    reg mem_vld = 0;
    reg [DATA_WIDTH-1:0] extra_mem = 0;
    reg extra_mem_vld = 0;
    wire extra_mem_rdy;
    assign extra_mem_rdy = (extra_mem_vld == 0);
    wire extra_mem_en;
    assign extra_mem_en = shift_in && mem_vld && !shift_out;
generate if (RESET_TYPE == 0) begin
    always @(posedge clk) begin
        if (extra_mem_en) begin
            extra_mem_vld <= 1;
        end else if (shift_out) begin
            extra_mem_vld <= 0;
        end
    end
end else if (RESET_TYPE == 1) begin
    always @(posedge clk) begin
        if (rst) begin
            extra_mem_vld <= 0;
        end else begin
            if (extra_mem_en) begin
                extra_mem_vld <= 1;
            end else if (shift_out) begin
                extra_mem_vld <= 0;
            end
        end
    end
end else if (RESET_TYPE == 2) begin
    always @(posedge clk) begin
        if (!rst) begin
            extra_mem_vld <= 0;
        end else begin
            if (extra_mem_en) begin
                extra_mem_vld <= 1;
            end else if (shift_out) begin
                extra_mem_vld <= 0;
            end
        end
    end
end endgenerate
    always @(posedge clk) begin
        if (extra_mem_en) begin
            extra_mem <= idata;
        end
    end
    reg [DATA_WIDTH-1:0] mem = 0;
    wire mem_rdy;
    assign mem_rdy = !mem_vld || (odata_vld && odata_rdy);
    wire mem_en;
    assign mem_en = mem_rdy && (idata_vld || extra_mem_vld);
generate if (RESET_TYPE == 0) begin
    always @(posedge clk) begin
        if (mem_en) begin
            mem_vld <= 1;
        end else if (shift_out) begin
            mem_vld <= 0;
        end
    end
end else if (RESET_TYPE == 1) begin
    always @(posedge clk) begin
        if (rst) begin
            mem_vld <= 0;
        end else begin
            if (mem_en) begin
                mem_vld <= 1;
            end else if (shift_out) begin
                mem_vld <= 0;
            end
        end
    end
end else if (RESET_TYPE == 2) begin
    always @(posedge clk) begin
        if (!rst) begin
            mem_vld <= 0;
        end else begin
            if (mem_en) begin
                mem_vld <= 1;
            end else if (shift_out) begin
                mem_vld <= 0;
            end
        end
    end
end endgenerate
    always @(posedge clk) begin
        if (mem_en) begin
            mem <= extra_mem_vld ? extra_mem : idata;
        end
    end
    assign idata_rdy = extra_mem_rdy;
    assign odata = mem;
    assign odata_vld = mem_vld;
endmodule
`timescale 1ns / 1ps
module collatz (
    input wire clk,
    input wire rst,
    input wire [31:0] num_TDATA,
    input wire num_TVALID,
    output wire num_TREADY,
    output wire [31:0] collatz_TDATA,
    output wire collatz_TVALID,
    input wire collatz_TREADY
);
    wire is_odd = num_TDATA[0];
    wire [32:0] two_n_plus_one = {num_TDATA, 1'b1};  
    wire [32:0] three_n_plus_one = (num_TDATA + two_n_plus_one);
    wire overflow = three_n_plus_one[32];
    wire [31:0] half_n = {1'b0, num_TDATA[31:1]};  
    wire [31:0] c_of_n = is_odd ? (overflow ? 0 : three_n_plus_one)
                         : half_n;
    bhand # (
        .DATA_WIDTH(32)
    ) buffered_handshake (
        .clk(clk),
        .rst(rst),
        .idata(c_of_n),
        .idata_vld(num_TVALID),
        .idata_rdy(num_TREADY),
        .odata(collatz_TDATA),
        .odata_vld(collatz_TVALID),
        .odata_rdy(collatz_TREADY)
    );
endmodule
```

## flow/config.mk

```make
export PLATFORM = sky130hd
export DESIGN_NAME = collatz
export DESIGN_NICKNAME = collatz
export VERILOG_FILES = /design/flow/design.v
export SDC_FILE = /design/flow/constraint.sdc
export NUM_CORES = 4
export LEC_CHECK = 1
export CORE_UTILIZATION = 30
```

## flow/constraint.sdc

```tcl
current_design collatz

set clk_period 15.0
set clk_io_pct 0.2

create_clock -name clk0 -period $clk_period [get_ports {clk}]

set non_clock_inputs [all_inputs -no_clocks]
set_input_delay [expr $clk_period * $clk_io_pct] -clock clk0 $non_clock_inputs
set_output_delay [expr $clk_period * $clk_io_pct] -clock clk0 [all_outputs]
```

==> report_table.html <==
<p>Metrics extracted from the flow reports.</p>
<table>
<tr><th>Metric</th><th>Value</th></tr>
<tr><th colspan="2">GRT</th></tr>
<tr><td>Antenna violations before repair</td><td>0</td></tr>
<tr><td>Global-route wire length before repair</td><td>18,400 um</td></tr>
<tr><td>Largest net degree at the start of global routing</td><td>34</td></tr>
<tr><td>Total congestion overflow</td><td>0</td></tr>
<tr><td>Via count of the first global-routing pass</td><td>3,607</td></tr>
<tr><td>Total routing usage reported by global routing</td><td>0.141</td></tr>
<tr><th colspan="2">Logic synthesis</th></tr>
<tr><td>Number of synthesis warnings</td><td>1</td></tr>
<tr><td>Synthesized area per cell</td><td>11.0 um^2</td></tr>
<tr><td>Number of cells in the yosys synthesis report</td><td>449</td></tr>
<tr><td>Yosys stat chip area</td><td>4940 um^2</td></tr>
<tr><td>Sequential element share of the synthesized area</td><td>0.397</td></tr>
<tr><td>Number of flops mapped to enable cells by yosys</td><td>64</td></tr>
<tr><td>Synth mux share</td><td>0.0787</td></tr>
<tr><td>Fraction of synthesized cell area in xor and xnor cells</td><td>0.0478</td></tr>
<tr><td>Post-synthesis cell area</td><td>4940 um^2</td></tr>
<tr><td>Number of distinct library cell variants in the gate-level netlist after synthesis</td><td>60</td></tr>
<tr><td>Synth flops</td><td>66</td></tr>
<tr><td>Yosys simple share</td><td>0.105</td></tr>
<tr><td>Post-Synth Adder-Cell Area</td><td>0.0876</td></tr>
<tr><td>Post-synthesis cell count</td><td>449</td></tr>
<tr><td>Dominant kind of combinational cell</td><td>AND-OR/OR-AND gates</td></tr>
<tr><td>Ys async rst share</td><td>0</td></tr>
<tr><td>Area fraction in compound gates after synthesis</td><td>0.249</td></tr>
<tr><td>Dominant synthesized flop cell</td><td>edfxtp_1</td></tr>
<tr><th colspan="2">Power</th></tr>
<tr><td>Leakage power summed over all cells</td><td>2.28 nW</td></tr>
<tr><td>Worst IR drop on VDD</td><td>0.0544 mV</td></tr>
<tr><td>Areal power density over the cells</td><td>97.2 nW/um^2</td></tr>
<tr><th colspan="2">Routing</th></tr>
<tr><td>Via count</td><td>3,744</td></tr>
<tr><td>TritonRoute pass-1 iters</td><td>4</td></tr>
<tr><td>Final wirelength</td><td>11,400 um</td></tr>
<tr><td>Total inserted antenna cells</td><td>0</td></tr>
<tr><td>Post-route ant nets</td><td>0</td></tr>
<tr><td>Detail-routed net length per standard cell</td><td>15.6 um</td></tr>
<tr><td>Number of DRC violations after detailed-routing iteration 0</td><td>253</td></tr>
<tr><td>Per-cell via count in the routed design</td><td>5.11</td></tr>
<tr><td>Drc violations</td><td>0</td></tr>
<tr><th colspan="2">Placement</th></tr>
<tr><td>HPWL Detailed</td><td>9050 um</td></tr>
<tr><td>Number of buffers inserted by port buffering</td><td>69</td></tr>
<tr><td>GPL Wtd Cong</td><td>0.886</td></tr>
<tr><th colspan="2">Setup path</th></tr>
<tr><td>Crit path arrival time</td><td>6240 ps</td></tr>
<tr><td>Data required, critical path</td><td>15,060 ps</td></tr>
<tr><td>Worst setup EP type</td><td>register</td></tr>
<tr><td>Crit path kind</td><td>input port to register</td></tr>
<tr><td>Startpoint types</td><td>input port</td></tr>
<tr><td>Worst Path Max Fanout</td><td>33</td></tr>
<tr><th colspan="2">Timing</th></tr>
<tr><td>Setup violations, final</td><td>0</td></tr>
<tr><td>Worst slew slack as a fraction of its limit</td><td>0.566</td></tr>
<tr><td>Layout Skew</td><td>7.95 ps</td></tr>
<tr><td>Highest attainable clock frequency</td><td>162 MHz</td></tr>
<tr><td>Min Clock Period, post-route</td><td>6180 ps</td></tr>
<tr><td>Post-Route Setup TNS</td><td>0 ps</td></tr>
<tr><td>Smallest hold slack</td><td>494 ps</td></tr>
<tr><td>Portion of the clock cycle consumed by the worst path in the final layout</td><td>0.412</td></tr>
<tr><td>Pins over their slew limit</td><td>0</td></tr>
<tr><td>Setup repair after global routing missed its margin</td><td>false</td></tr>
<tr><td>Worst Max-Slew Pin Slew</td><td>649 ps</td></tr>
<tr><td>Endpoints failing hold</td><td>0</td></tr>
<tr><th colspan="2">Die</th></tr>
<tr><td>Overall die area</td><td>17,000 um^2</td></tr>
<tr><td>Initial core utilization</td><td>0.309</td></tr>
<tr><td>CORE AREA</td><td>16,000 um^2</td></tr>
<tr><td>Total number of placement rows</td><td>46</td></tr>
<tr><td>Count of pins on the block boundary</td><td>70</td></tr>
<tr><td>Die width</td><td>130 um</td></tr>
<tr><td>Die span in y</td><td>130 um</td></tr>
<tr><th colspan="2">Clocking</th></tr>
<tr><td>Post CTS Setup Buffer Count</td><td>0</td></tr>
<tr><td>Root buffer cell</td><td>clkbuf_16</td></tr>
<tr><td>Post-cts repair resize count</td><td>0</td></tr>
<tr><td>Register clock-pin slew on the reported worst setup and hold paths</td><td>50 ps</td></tr>
<tr><td>Number of levels the H-tree was split into</td><td>3</td></tr>
<tr><td>TritonCTS Buffers</td><td>9</td></tr>
<tr><td>CTS tree</td><td>yes</td></tr>
<tr><td>Clock tree buffer depth</td><td>2</td></tr>
<tr><td>Clk ins delay skew pair</td><td>320 ps</td></tr>
<tr><td>Number of hold-repair buffers added at the cts stage</td><td>0</td></tr>
<tr><td>Number of sinks on the clock net</td><td>66</td></tr>
<tr><th colspan="2">Layout</th></tr>
<tr><td>Filler cells</td><td>1,552</td></tr>
<tr><td>Fin util</td><td>0.382</td></tr>
<tr><td>Fraction of layout instances using a drive strength above 1</td><td>0.151</td></tr>
<tr><td>Synthesis-to-layout area growth</td><td>23.7%</td></tr>
<tr><th colspan="2">Status</th></tr>
<tr><td>Result of the run</td><td>finished clean</td></tr>
<tr><th colspan="2">Job</th></tr>
<tr><td>Count of maximum capacitance violations</td><td>0</td></tr>
<tr><td>Number of warnings in the stage logs</td><td>27</td></tr>
<tr><th colspan="2">Worst hold path</th></tr>
<tr><td>Hold crit path type</td><td>register to register</td></tr>
</table>
[worst paths after layout]
kind	start	endpoint	depth (start not counted)	slack [ps]
setup / recovery	num_TDATA[11]	buffered_handshake.mem[30]	11	8820
hold / removal	buffered_handshake.mem_vld	buffered_handshake.extra_mem_vld	1	490
setup reg to reg	buffered_handshake.extra_mem_vld	buffered_handshake.mem[31]	4	13150
hold reg to reg	buffered_handshake.mem_vld	buffered_handshake.extra_mem_vld	1	490
[cell families (layout without fill, tap and decap cells)]
group | after synthesis | count (layout)
AND-OR/OR-AND | 150 | 150
XOR/XNOR | 27 | 27
adder cells (fa/ha/maj) | 34 | 34
buffers and inverters | 37 | 104
flip-flops | 66 | 66
multiplexers | 28 | 28
AND/OR/NAND/NOR | 107 | 107
[metrics by stage]
step | std cells | total power [mW] | area [um^2] | worst slack (ps)
5_1_grt | 732 | 0.624 | 6110 | 8530
2_1_floorplan | 449 | 0.341 | 4940 | 8960
3_3_place_gp | 716 | 0.401 | 5830 | 8510
6_report | 732 | 0.594 | 6110 | 8820
4_1_cts | 732 | 0.600 | 6110 | 8810
3_5_place_dp | 716 | 0.401 | 5830 | 8470
[worst max-delay path, cell delays in order]
cell	delay, ps
clkdlybuf4s50_1	530
ha_1	480
a2111oi_4	350
o21ai_2	120
nand4_2	150
a41oi_2	160
o211a_1	290
o31ai_4	230
buf_4	460
o32ai_2	180
mux2_2	290
[sequential cells by signal (all words and copies together), names as in the netlist]
name / cells
buffered_handshake.extra_mem_vld: 1
buffered_handshake.mem_vld: 1
buffered_handshake.mem: 32
buffered_handshake.extra_mem: 32
[power by group]
part           internal (mW)  switching, mW  total [mW]
Combinational         0.0825         0.0883       0.171
Sequential             0.223        0.00395       0.227
Clock                  0.127         0.0696       0.197
[placed cells by master (no fill, tap or decap), types with 4 or more instances in the layout]
cell | Yosys | routed
buf_4 | 0 | 5
nand2b_1 | 6 | 6
o21ai_0 | 19 | 19
a211oi_1 | 8 | 8
a21o_1 | 10 | 10
ha_1 | 33 | 33
xnor2_1 | 11 | 11
inv_1 | 14 | 14
o31ai_1 | 7 | 7
nand3_1 | 14 | 14
nor3_1 | 10 | 10
o2bb2ai_1 | 5 | 5
nor2_1 | 28 | 28
nand4_1 | 6 | 6
a21boi_0 | 4 | 4
o2bb2ai_2 | 23 | 23
a21oi_1 | 33 | 33
clkdlybuf4s50_1 | 0 | 69
mux2_4 | 20 | 20
xor2_1 | 16 | 16
edfxtp_1 | 64 | 64
clkbuf_16 | 0 | 9
mux2_2 | 7 | 7
a31oi_1 | 4 | 4
nand2_1 | 28 | 28
[per-layer routing]
| layer | track usage | up-vias | part of all wire |
|---|---|---|---|
| met5 | 0 | - | 0 |
| met4 | 0.0277 | 0 | 0.0076 |
| met3 | 0.0188 | 5 | 0.052 |
| met2 | 0.220 | 95 | 0.47 |
| met1 | 0.217 | 1759 | 0.47 |
| li1 | - | 1885 | - |
[cell type report]
class / count / area, um^2 / area share
clock buffer: 10 / 229 / 0.0375
clock inverter: 6 / 57.6 / 0.00942
inverter: 14 / 52.6 / 0.00860
multi-input combinational: 346 / 2810 / 0.460
sequential: 66 / 1960 / 0.321
tap: 216 / 270 / 0.0442
timing repair buffer: 74 / 728 / 0.119
[cells in the mapped netlist, types with 4 or more instances]
cell type  count  share of area
a211oi_1       8          0.012
a21boi_0       4         0.0061
a21o_1        10          0.015
a21oi_1       33          0.033
a31oi_1        4         0.0051
buf_6          4         0.0091
clkbuf_1      16          0.012
edfxtp_1      64           0.39
ha_1          33          0.084
inv_1         14          0.011
mux2_2         7          0.016
mux2_4        20          0.061
nand2_1       28          0.021
nand2b_1       6         0.0076
nand3_1       14          0.014
nand4_1        6         0.0076
nor2_1        28          0.021
nor3_1        10          0.010
o21ai_0       19          0.019
o2bb2ai_1      5         0.0089
o2bb2ai_2     23          0.070
o31ai_1        7          0.011
xnor2_1       11          0.019
xor2_1        16          0.028
No activity file was given, so power comes from the tool's default toggle rates.
