[./config.mk]
export PLATFORM = sky130hd
export DESIGN_NAME = collatz_driver
export DESIGN_NICKNAME = collatz_driver
export VERILOG_FILES = /design/flow/design.v
export SDC_FILE = /design/flow/constraint.sdc
export NUM_CORES = 4
export LEC_CHECK = 1
export CORE_UTILIZATION = 50
[./constraint.sdc]
current_design collatz_driver

set clk_period 7.1
set clk_io_pct 0.2

create_clock -name clk0 -period $clk_period [get_ports {clk}]

set non_clock_inputs [all_inputs -no_clocks]
set_input_delay [expr $clk_period * $clk_io_pct] -clock clk0 $non_clock_inputs
set_output_delay [expr $clk_period * $clk_io_pct] -clock clk0 [all_outputs]
[./design.v]
`timescale 1ns / 1ps
module collatz_driver (
    input wire clk,
    input wire rst,
    input wire [31:0] count_TDATA,
    input wire count_TVALID,
    output wire count_TREADY,
    input wire [31:0] collatz_TDATA,
    input wire collatz_TVALID,
    output wire collatz_TREADY,
    output wire [31:0] num_TDATA,
    output reg num_TVALID,  
    input wire num_TREADY,
    output wire [31:0] sink_TDATA,
    output wire sink_TVALID,
    input wire sink_TREADY
);
    reg [1:0] state = 'd0;
    reg [31:0] traj_count = 0;
    reg traj_count_vld = 0;
    wire collatz_loop_done = (collatz_TDATA[31:1] == 0) && collatz_TVALID;
    wire collatz_loop_error = !collatz_TDATA[0];
    assign num_TDATA = (state == 'd1) ? collatz_TDATA : count_TDATA;
    always @(*) begin
        if (state == 'd0) begin
            num_TVALID = count_TVALID;
        end else if (state == 'd1) begin
            num_TVALID = collatz_TVALID && !collatz_loop_done; 
        end else begin
            num_TVALID = 1'b0;
        end
    end
    assign count_TREADY = (state == 'd0) && num_TREADY;
    assign collatz_TREADY = (state == 'd1);
    always @(posedge clk) begin
        case (state)
        'd0: begin
            state <= (count_TVALID && count_TREADY) ? 'd1 : 'd0;
        end
        'd1: begin
            state <= collatz_loop_done ? 'd2 : 'd1;
        end
        'd2: begin
            state <= sink_TREADY ? 'd0 : 'd2;
        end
        endcase
    end
    always @(posedge clk) begin
        if (state == 'd1) begin
            traj_count <= (collatz_loop_done && collatz_loop_error) ? 
                          32'h2BAD2BAD 
                          : traj_count +  (num_TVALID && num_TREADY);
            traj_count_vld <= collatz_loop_done;
        end else if (state == 'd2) begin
            traj_count <= sink_TREADY ? 1 : traj_count;  
            traj_count_vld <= sink_TREADY ? 0 : traj_count_vld;
        end else begin
            traj_count <= traj_count;
            traj_count_vld <= traj_count_vld;
        end
    end
    assign sink_TDATA = traj_count;
    assign sink_TVALID = traj_count_vld;
endmodule
[./run.sh]
#!/bin/bash
# OpenROAD 26Q1-2900-gdf79404cd8, Yosys 0.63+post, stock flow scripts
make -C /OpenROAD-flow-scripts/flow DESIGN_CONFIG=/design/flow/config.mk WORK_HOME=/design/flow/orfs finish
==> flow_metrics.tcl <==
# flow metrics
set metrics [dict create \
    status "completed" \
    aoi_share_pct 15.0 \
    wl_um 7780 \
    min_from "traj_count[0]" \
    ys_area_um2 2560 \
    fp_util_pct 53.1 \
    n_antenna_cell 0 \
    powerDensity_nw_per_um2 147 \
    fin_setup_tns_ns 0 \
    root_buffer "clkbuf_8" \
    die_h_um 73.6 \
    leakagePower_nw 1.37 \
    tightest_slew_ns 0.665 \
    track_usage_pct 32.3 \
    firstDrtPassIters 4 \
    period_minus_slack_ns 4.82 \
    post_cts_resized 0 \
    endpoint_kind "register" \
    drive_above_1_share_pct 12.9 \
    avgViaCountPerCell 5.86 \
    grt_max_degree 54 \
    xor_share_pct 3.42 \
    antenna_left 0 \
    timing.fmax_mhz 208 \
    ir_drop_uv 114 \
    grt_pass1_vias 2662 \
    hpwlAfterDp_um 5850 \
    overflow 0 \
    cts_max_level 2 \
    adder_share_pct 2.93 \
    tool_warnings 30 \
    grt_setup_unrepaired "false" \
    hold_path_class "reg -> reg" \
    place_congestion 0.825 \
    yosysUniqueCellTypes 34 \
    lay_top_count "clkdlybuf4s50_1" \
    crit_start "collatz_TDATA[13]" \
    drc 0 \
    hold_violations 0 \
    pre_cts_slack_ns 2.07 \
    hold_buffers 0 \
    cts_tree "yes" \
    fillCellCount 284 \
    ys_ff 35 \
    rrSetupSlack_ns 3.45 \
    cp_cell_sequence "clkdlybuf4s50_1, nor4_1, nand4_1, o21ai_0, a21boi_0, ha_1, ha_1, nand4_2, or4_1, or4_1, a21oi_1" \
    clockBufferDepth 2 \
    crit_path_max_fanout 18 \
    critical_path.reg2reg.startpoint "state[1]" \
    slew_violations 0 \
    cpPeakStageDelay_ns 0.85 \
    clock-sinks 35 \
    slew_headroom_pct 55.6 \
    syn_inst 247 \
    die_x_um 73.6 \
    cts_inserted_buffers 5 \
    wl_per_cell_um 17.4 \
    vias 2627 \
    ys_cells 247 \
    antenna_found_initial 0 \
    r2r-end "traj_count[30]" \
    p_total_uw 602 \
    holdPathEnd "traj_count[0]" \
    netlist_area_um2 2560 \
    finalWorstSetupSlack_ns 2.28 \
    critPathRequiredTime_ns 7.24 \
    clk_latency_ns 0.29 \
    critPathKind "in -> reg" \
    avgSynthCellArea_um2 10.4 \
    finalSetupViolations 0 \
    top_logic_kind "simple AND/OR/NAND/NOR gates" \
    critPathArrivalTime_ns 4.96 \
    synthSimpleGateAreaFrac_pct 19.8 \
    io_buffers 136 \
    rr_worst_depth 12 \
    maxCapViolCount 0 \
    rows 25 \
    crit_slowest_cell "or4_1" \
    ys_seq_share_pct 41.1 \
    mostFrequentLayoutCells "clkdlybuf4s50_1, edfxtp_1, mux2_2, o31a_1, nor4_1" \
    yosysWarnings 1 \
    cts.reportedPaths.clkPinSlew_ns 0.07 \
    chipArea_um2 5410 \
    finalClockSkew_ns 0.00674 \
    ys_sh_mux_pct 14.1 \
    hold_depth 2 \
    ioPinCount 138 \
    cts_setup_buffers 0 \
    worstSetupStartpointType "input port" \
    drt_iter0_drc 167 \
    fin_crit_sh_pct 67.8 \
    syn_to_final_growth_pct 59.9 \
    grt_pass1_wl_um 12700 \
    core_um2 4820 \
]
[Yosys cell counts (all sizes together)]
master	number	area, um2
and3	2	12.5
o21a	13	97.6
a21oi	9	45.0
ha	6	75.1
a31oi	1	6.26
o21ai	5	25.0
inv	10	37.5
buf	7	31.3
a21boi	1	7.51
or4	8	60.1
nand4	14	93.8
nor2b	1	6.26
nand2b	1	6.26
nand2	11	41.3
o31ai	7	52.6
o31a	16	140
clkbuf	7	26.3
xnor2	7	61.3
nor2	9	33.8
nand3	8	45.0
nor4	14	87.6
xor2	3	26.3
and2	4	25.0
mux2	32	360
edfxtp	35	1050
or3	3	18.8
nor3	8	45.0
or2	1	6.26
o311ai	1	8.76
and4	3	26.3
[worst max-delay path by stage]
stage	end	slack (ns)	cells past startpoint
after global routing	traj_count[30]	2.04	11
after CTS	traj_count[30]	2.32	11
final	traj_count[30]	2.28	11
[flip-flops by register name (all words and copies together) (netlist names)]
name	count
traj_count	32
traj_count_vld	1
state	2
[per-layer routing]
layer	part of all wire, %	up-vias	GRT usage (%)
li1	-	1244	-
met1	39	1249	41.2
met2	52	117	56.4
met3	6.9	17	8.60
met4	2.8	0	7.48
met5	0	-	0
[per-stage QoR]
| stage | hold slack (ns) | util (%) | area [um2] | cells |
|---|---|---|---|---|
| detailed placement | 0.654 | 82.7 | 3990 | 440 |
| global route | 0.706 | 85.0 | 4090 | 448 |
| finish | 0.667 | 85.0 | 4090 | 448 |
| CTS | 0.665 | 85.0 | 4090 | 448 |
| floorplan | 0.586 | - | 2560 | 247 |
| global placement | 0.636 | 82.7 | 3990 | 440 |
[cells by family after synthesis]
kind of cell | after synthesis
AND-OR/OR-AND | 53
XOR/XNOR | 10
AND/OR/NAND/NOR | 87
flip-flops | 35
buffers and inverters | 24
multiplexers | 32
adder cells (fa/ha/maj) | 6
[critical path, delay by kind of cell]
| kind | cells | cell delay, ns |
|---|---|---|
| AOI/OAI and AO/OA | 3 | 0.55 |
| and+or+nand+nor | 5 | 1.90 |
| adders and majority gates | 2 | 0.55 |
| buffers and inverters | 1 | 0.54 |
[where the power goes]
part	internal (mW)	switching, mW	total, mW
Sequential	0.243	0.0141	0.257
Clock	0.103	0.0697	0.172
Combinational	0.118	0.0551	0.173
Total	0.463	0.139	0.602
[layout make-up]
cell class / instances / area (um2) / area share (%)
Tap cell: 67 / 83.8 / 2.05
Multi-Input combinational cell: 188 / 1420 / 34.7
Clock buffer: 5 / 68.8 / 1.68
Timing Repair Buffer: 140 / 1390 / 34.0
Inverter: 10 / 37.5 / 0.917
Sequential cell: 35 / 1050 / 25.7
Clock inverter: 3 / 38.8 / 0.948
Power and IR drop assume default switching activity.
