## design/flow/config.mk

```make
export PLATFORM = sky130hd
export DESIGN_NAME = axis_count
export DESIGN_NICKNAME = axis_count
export VERILOG_FILES = /design/flow/design.v
export SDC_FILE = /design/flow/constraint.sdc
export NUM_CORES = 4
export LEC_CHECK = 1
export CORE_AREA = 10 10 95 95
export DIE_AREA = 0 0 105 105
```

## design/flow/constraint.sdc

```tcl
current_design axis_count

set clk_period 3.9
set clk_io_pct 0.2

create_clock -name clk0 -period $clk_period [get_ports {clk}]

set non_clock_inputs [all_inputs -no_clocks]
set_input_delay [expr $clk_period * $clk_io_pct] -clock clk0 $non_clock_inputs
set_output_delay [expr $clk_period * $clk_io_pct] -clock clk0 [all_outputs]
```

## design/flow/design.v

```verilog
`timescale 1ns / 1ps
module axis_count (
    input wire clk,
    input wire rst,
    output wire [31:0] count_TDATA,
    output wire count_TVALID,
    input wire count_TREADY
);
    reg [31:0] cnt = 0;
    always @(posedge clk) begin
        if (count_TREADY) begin
            cnt <= cnt + 1;
        end
        if (rst) begin
            cnt <= 0;  
        end
    end
    assign count_TVALID = !rst;
    assign count_TDATA = cnt;
endmodule
```

## design/flow/run.sh

```bash
#!/bin/bash
# OpenROAD 26Q1-2900-gdf79404cd8, Yosys 0.63+post, stock flow scripts
make -C /OpenROAD-flow-scripts/flow DESIGN_CONFIG=/design/flow/config.mk WORK_HOME=/design/flow/orfs finish
```

==> results.py <==
# Metrics from the implementation run
metrics = {
    "setup_path": {
        "path_buffers": 3,
        "timing.critical_path.fanout_max": 2,
        "worst_path_most_repeated_cell": "sky130_fd_sc_hd__clkdlybuf4s50_1",
        "crit_path_cells": "clkdlybuf4s50_1 -> inv_1 -> clkdlybuf4s50_1",
        "critical_path_arrival_ps": 1750,
        "path_delay_family": "buffers and inverters",
        "depth_of_the_worst_register_to_register_path": 4,
        "crit_required_ps": 3120,
        "start_kind": "input pin",
        "r2r_slack_ps": 1930,
        "worstReg2RegStart": "cnt[3]",
        "worstReg2RegEnd": "cnt[30]",
        "critical_path.endpoint_type": "primary output",
        "critical_path.max_stage_delay_ps": 470,
        "worstSetupPathType": "input pin to primary output",
        "critical-path-slowest-cell": "sky130_fd_sc_hd__clkdlybuf4s50_1",
    },
    "synthesis": {
        "yosys_most_used_dff": "sky130_fd_sc_hd__dfxtp_1",
        "synth.distinct_cells": 29,
        "synth_flop_count": 32,
        "ys_chip_area_sq_mm": 0.00157,
        "postSynthCellCount": 182,
        "synth-edff-count": 0,
        "seq_area_frac_synth_pct": 40.8,
        "yosys_warnings": 1,
        "postSynthAreaPerCell_sq_um": 8.63,
        "syn_area_sq_mm": 0.00157,
        "synth_async_sr_flop_share_pct": 0,
        "ys_cells": 182,
    },
    "floorplanning": {
        "ios": 36,
        "placement_rows": 30,
        "die.size.x_microns": 105,
        "floorplan.core_area_sq_mm": 0.00691,
        "die_area_sq_mm": 0.0110,
        "die-height_microns": 105,
        "initial_utilization_pct": 22.8,
    },
    "routing": {
        "routedLengthMet1_mm": 1.99,
        "detailroute.via_count": 1431,
        "diodes_inserted": 0,
        "drt_iter0_markers": 62,
        "postRouteWirelength_mm": 4.03,
        "met3WireLength_microns": 270,
        "routed_wire_length_per_instance_microns": 13.0,
        "top_layer": "met4",
        "met2_wirelength_mm": 1.72,
        "drc_violations_left": 0,
        "detail_route.first_pass.iterations": 4,
        "avgViaCountPerCell": 4.63,
        "antenna_left": 0,
    },
    "hold_path": {
        "hold_path_class": "flop to flop",
        "hold_end": "cnt[31]",
        "timing.hold.worst.start": "cnt[31]",
        "min_delay_path_depth": 2,
    },
    "finish": {
        "area_growth_syn_to_layout_pct": 32.5,
        "max_flop_register": "cnt",
        "design_area_sq_mm": 0.00208,
        "layout.cells.most_common": "sky130_fd_sc_hd__clkdlybuf4s50_1",
        "drive_gt1_share_pct": 6.10,
        "final_cell_mix": "sky130_fd_sc_hd__clkdlybuf4s50_1 (35), sky130_fd_sc_hd__dfxtp_1 (32), sky130_fd_sc_hd__a21oi_1 (18)",
        "largestRegisters": "cnt (32)",
        "largest_register_ff_count": 32,
    },
    "cts": {
        "cts_post_setup_buffers_inserted": 0,
        "cts_repair_resized_insts": 0,
        "clk_transition_reported_paths_ps": 70,
        "cts_max_level": 2,
        "clockRootBuffer": "sky130_fd_sc_hd__clkbuf_8",
        "worst_skew_pair.late_latency_ps": 280,
        "clock_tree.buffer_depth": 2,
        "tritoncts.num_buffers": 5,
        "clock_sinks": 32,
        "cts_tree": "done",
        "hold_bufs_at_cts": 0,
    },
    "final_timing": {
        "tns_ps": 0,
        "tightestPinTransition_ps": 416,
        "period_minus_slack_ps": 2530,
        "drv_slew": 0,
        "final-setup-viol-count": 0,
        "setup_clock_skew_after_layout_ps": 5.09,
        "timing.fmax_mhz": 396,
        "rsz_0062_raised_after_global_routing": "false",
        "timing.slew.headroom_pct": 72.2,
        "final-hold-violation-count": 0,
        "finalClockPeriodUsage_pct": 64.8,
    },
    "grt": {
        "grt_overflow": 0,
        "antenna_violations_before_repair": 0,
        "grt_start_max_net_pins": 34,
        "global_route_wire_length_before_repair_mm": 6.49,
        "vias_in_the_first_global_route": 1238,
        "grt_usage_pct": 6.92,
    },
    "place": {
        "place.port_buffers": 35,
        "dpl_cell_area_sq_mm": 0.00199,
        "dp_hpwl_mm": 2.89,
        "routabilityCongestion": 0.778,
    },
    "run": {
        "tool_warnings": 25,
        "maxCapViolCount": 0,
    },
    "run_status": {
        "outcome": "finished, final reports clean",
    },
    "pwr": {
        "power_total_mw": 0.627,
        "static-leakage-power_nw": 0.663,
        "max-vdd-ir-drop_v": 0.000103,
        "power_per_cell_area_mw_per_mm2": 301,
    },
}
[worst max-delay path by stage]
stage                 from      endpoint  slack, ps  depth (start not counted)
after CTS              rst  count_TVALID       1340                          3
after global routing   rst  count_TVALID       1300                          3
final                  rst  count_TVALID       1370                          3
[synth_stat cells (all sizes together) (3+ instances only)]
library cell,n,area (sq um)
a21oi,18,90.1
and2,5,31.3
and3,4,25.0
and4,7,65.1
buf,5,37.5
clkbuf,7,26.3
dfxtp,32,641
inv,3,11.3
nand2,13,48.8
nand3,9,45.0
nand4,12,96.3
nor2,13,48.8
o21ai,6,30.0
o31ai,12,90.1
or3,6,37.5
or4,13,97.6
xnor2,3,26.3
xor2,8,70.1
[layer usage]
| layer | up-vias | GRT usage, % |
|---|---|---|
| li1 | 747 | - |
| met1 | 641 | 9.86 |
| met2 | 37 | 9.83 |
| met3 | 6 | 2.67 |
| met4 | 0 | 1.08 |
| met5 | - | 0 |
[power breakdown]
group	internal (mW)	leakage (nW)	switching (mW)	total, mW
registers	0.329	0.258	0.00331	0.332
logic	0.0101	0.355	0.0104	0.0205
clock network	0.157	0.0503	0.117	0.274
[kinds of logic (layout without fill, tap and decap cells)]
logic type | after synthesis | count (layout) | synth area share (%)
buf+inv | 15 | 46 | 4.78
flops | 32 | 32 | 40.8
xor+xnor | 11 | 11 | 6.13
fa+ha+maj | 1 | 1 | 0.796
compound gates | 37 | 37 | 13.9
mux | 2 | 2 | 1.35
simple gates | 84 | 84 | 32.3
[metrics by stage]
stage                     hold slack (ps)  instances  setup slack, ps  util, %
after global routing                  506        309             1300     30.1
after CTS                             482        309             1340     30.1
after floorplan                       439        182             1860        -
after detailed placement              470        302             1220     28.7
final                                 482        309             1370     30.1
after global placement                467        302             1280     28.7
[worst reg2reg max path, cell delays in order, from the launching register on]
cell and delay [ps]:
sky130_fd_sc_hd__dfxtp_1 430, sky130_fd_sc_hd__and4_1 430, sky130_fd_sc_hd__nand4_4 320, sky130_fd_sc_hd__or4_1 590, sky130_fd_sc_hd__a21oi_1 140
[cell type report]
| cell class | count | area [sq um] |
|---|---|---|
| tap | 96 | 120 |
| multi-input combinational | 135 | 856 |
| sequential | 32 | 641 |
| clock buffer | 7 | 96.3 |
| timing repair buffer | 36 | 358 |
| inverter | 3 | 11.3 |
| fill | 745 | 4820 |
Power is estimated from default activity; no workload was simulated.
